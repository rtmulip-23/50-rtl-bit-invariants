==> flow/design.v <==
module onehot_glitch (
    input clk,
    input rst,
    input [31:0] in,
    output glitch
);
    reg [31:0] prev;
    always @(posedge clk) begin
     if(rst) prev <= 32'b0;
     else begin
          prev <= in;
     end
    end
    wire [31:0] rising;
    assign rising = ~prev & in;
    assign glitch = |(rising & (rising - 1));
endmodule
==> flow/run.sh <==
#!/bin/bash
# OpenROAD 26Q1-2900-gdf79404cd8, Yosys 0.63+post, stock flow scripts
make -C /OpenROAD-flow-scripts/flow DESIGN_CONFIG=/design/flow/config.mk WORK_HOME=/design/flow/orfs finish
==> flow/config.mk <==
export PLATFORM = sky130hd
export DESIGN_NAME = onehot_glitch
export DESIGN_NICKNAME = onehot_glitch
export VERILOG_FILES = /design/flow/design.v
export SDC_FILE = /design/flow/constraint.sdc
export NUM_CORES = 4
export LEC_CHECK = 1
export CORE_UTILIZATION = 30
==> flow/constraint.sdc <==
current_design onehot_glitch

set clk_period 4.3
set clk_io_pct 0.2

create_clock -name clk0 -period $clk_period [get_ports {clk}]

set non_clock_inputs [all_inputs -no_clocks]
set_input_delay [expr $clk_period * $clk_io_pct] -clock clk0 $non_clock_inputs
set_output_delay [expr $clk_period * $clk_io_pct] -clock clk0 [all_outputs]
==> impl_metrics.tcl <==
# flow metrics
set metrics [dict create \
    status "complete, no violations" \
    num_rows 25 \
    hpwlAfterDp_mm 2.23 \
    ctsHoldBuffers 0 \
    synth-edff-count 0 \
    ys_warn_count 1 \
    ys_cells 161 \
    endpoint_kind "primary output" \
    synth_seq_share_pct 41.2 \
    num_io_pins 35 \
    hold_viol 0 \
    power.density_nw_per_um2 322 \
    top_regs "prev (32)" \
    pwr-share-comb_pct 17.0 \
    gp_congestion 0.823 \
    startpoint_type "primary input" \
    rsz0062_at_grt "no" \
    power.internal_mw 0.518 \
    regMostFlops "prev" \
    synthArstFlopShare_pct 0 \
    min_path_type "in -> reg" \
    hold-worst-slack_ps 1160 \
    p_clk_share_pct 36.0 \
    wirelength_mm 3.06 \
    crit_end "glitch" \
    cts_buffers 5 \
    finalSetupTns_ps 0 \
    critPathRequiredTime_ps 3440 \
    mi_logic_area_um2 910 \
    chipArea_um2 5470 \
    synth-seq-cells 32 \
    final_max_slew_viol_count 0 \
    drc 0 \
    synth.cell_area_um2 1550 \
    mostFrequentLayoutCell "nor2b_1" \
    port_buffers 34 \
    grt_pass1_vias 1142 \
    critical-path-max-stage-delay_ps 430 \
    warnings 25 \
    crit_arrival_ps 3290 \
    area.sequential_um2 641 \
    lay_top_cells "nor2b_1, clkdlybuf4s50_1, dfxtp_1" \
    die-width_um 74.0 \
    hold_start "in[27]" \
    yosysChipArea_um2 1550 \
    avgViaCountPerCell 4.41 \
    htree_levels 2 \
    power_switching_mw 0.160 \
    ir_drop_mv 0.153 \
    detail_route.first_pass.iterations 4 \
    syn_avg_cell_area_um2 9.65 \
    grt_max_degree 33 \
    timing.fmax_mhz 241 \
    num_vias 1186 \
    clock_sinks 32 \
    cp_cell_sequence "clkdlybuf4s50_1 -> nor2b_2 -> nor4_4 -> nand3b_1 -> a2111oi_2 -> nand2_1 -> a2111oi_2 -> nand4_1 -> clkdlybuf4s50_1" \
    die-height_um 74.0 \
    cp_max_fo 4 \
    finalCritPeriodShare_pct 96.4 \
    crit_start "in[22]" \
    antenna_cells 0 \
    max_slew_margin_pct 69.3 \
    synth_cell_type_count 36 \
    syn_to_final_growth_pct 35.7 \
    tightest_slew_ps 459 \
    critical_path_class "in -> out" \
    maxCapViolCount 0 \
    setup_viol 0 \
    grt_pass1_wl_mm 5.06 \
    p_leak_nw 0.753 \
    antenna_found_initial 0 \
    fp.coreArea_um2 4850 \
    drive_above_1_share_pct 13.9 \
    ys.flop_type "dfxtp_1" \
    post_drt_wl_per_cell_um 11.4 \
    cpMaxStageDelayCell "clkdlybuf4s50_1" \
    p_seq_share_pct 46.9 \
    fillers 480 \
    antenna_left 0 \
    switching_share_pct 23.6 \
    largest_register_ffs 32 \
    synth_cells 161 \
    cts_tree "yes" \
    period_minus_slack_ps 4150 \
    cts_buffer_depth 2 \
    overflow 0 \
    fp_util_pct 32.1 \
    path_clk_slew_ps 60 \
    track_usage_pct 12.1 \
    drt_iter0_drc 67 \
    root_buffer "clkbuf_8" \
]
metal layers:
metal | GRT usage (%) | vias up | part of all wire, %
met5 | 0 | - | 0
met3 | 3.02 | 7 | 6.7
met2 | 17.1 | 29 | 38
li1 | - | 629 | -
met1 | 19.4 | 521 | 53
met4 | 1.71 | 0 | 1.8
cell type report:
cell class	count	share of cell area [%]
clock buffers	7	4.57
inverters	4	0.712
multi-input cells	122	43.1
flip-flops and latches	32	30.4
well taps	67	3.98
repair buffers	37	17.2
critical path: cells and delay by family:
kind | cells | cell delay, ps
AND-OR/OR-AND | 2 | 650
AND/OR/NAND/NOR | 5 | 930
buffers and inverters | 2 | 840
worst min path at each step:
stage	to	depth (start not counted)
6_report	prev[27]	2
5_1_grt	prev[1]	2
4_1_cts	prev[2]	2
synthesized netlist by cell type, types with 2 or more instances:
cell type	count	area share [%]
o2111ai_1	2	1.1
nand2b_1	6	2.4
a2111oi_4	2	3.5
nand3b_1	2	0.97
dfxtp_1	32	41
nor4_4	2	2.7
nor2b_1	49	20
o21ai_0	5	1.6
nor2_1	8	1.9
nor3_1	3	0.97
nand2_1	7	1.7
a21oi_1	4	1.3
nand3_1	3	0.97
nor2b_4	7	6.2
clkbuf_1	3	0.72
nand4_1	3	1.2
maj3_1	2	1.3
inv_1	3	0.72
through the flow:
step	worst slack (ps)	cell area, um^2	power, mW	instances	utilization [%]
3_5_place_dp	65.4	1970	0.436	260	40.7
4_1_cts	75.6	2070	0.686	267	42.7
3_3_place_gp	55.4	1970	0.437	260	40.7
6_report	154	2110	0.678	269	43.5
2_1_floorplan	1250	1550	0.390	161	-
5_1_grt	7.52	2110	0.714	269	43.5
kinds of logic after synthesis:
logic type | after synthesis | synth area share, %
and+or+nand+nor | 96 | 41.9
DFF | 32 | 41.2
AOI/OAI and AO/OA | 24 | 13.8
buffers and inverters | 7 | 1.69
adders and majority gates | 2 | 1.29
timing repair:
item | in CTS | in global routing
endpoints found under the hold margin | 0 | 0
setup endpoints to repair | 0 | 1
buffers inserted | 0 | 2
resized | 0 | 6
power groups by stage:
stage                 clock network (mW)  logic, mW  registers [mW]
final                              0.244      0.115           0.318
after global routing               0.267      0.127           0.320
after CTS                          0.256      0.113           0.318
Power is estimated from default activity; no workload was simulated.
