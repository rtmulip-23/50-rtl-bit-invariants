--- flow/run.sh ---
#!/bin/bash
# OpenROAD 26Q1-2900-gdf79404cd8, Yosys 0.63+post, stock flow scripts
make -C /OpenROAD-flow-scripts/flow DESIGN_CONFIG=/design/flow/config.mk WORK_HOME=/design/flow/orfs finish
--- flow/config.mk ---
export PLATFORM = sky130hd
export DESIGN_NAME = next_set_bit
export DESIGN_NICKNAME = next_set_bit
export VERILOG_FILES = /design/flow/design.v
export SDC_FILE = /design/flow/constraint.sdc
export NUM_CORES = 4
export LEC_CHECK = 1
export CORE_UTILIZATION = 30
--- flow/constraint.sdc ---
current_design next_set_bit

set clk_period 6.9
set clk_io_pct 0.2

create_clock -name clk0 -period $clk_period

set non_clock_inputs [all_inputs -no_clocks]
set_input_delay [expr $clk_period * $clk_io_pct] -clock clk0 $non_clock_inputs
set_output_delay [expr $clk_period * $clk_io_pct] -clock clk0 [all_outputs]
--- flow/design.v ---
module next_set_bit (
    input [31:0] in,
    input [4:0] start,
    output [4:0] next_index,
    output found
);
    wire [31:0] shifted;
    assign shifted = in >> start;
    assign found = |shifted;
    wire [4:0] ind;
    lsb_index lo (.in(shifted), .index(ind));
    assign next_index = found? (start + ind): 0;
endmodule
module lsb_index (
    input [31:0] in,
    output [4:0] index
);
    wire [31:0] lsb_mask ;
    assign lsb_mask = (in & (~in + 1));
    wire [31:0] checker_mask [4:0] ;
    assign checker_mask[0] = 32'b10101010101010101010101010101010;
    assign checker_mask[1] = 32'b11001100110011001100110011001100;
    assign checker_mask[2] = 32'b11110000111100001111000011110000;
    assign checker_mask[3] = 32'b11111111000000001111111100000000;
    assign checker_mask[4] = 32'b11111111111111110000000000000000;
    assign index = {(|(lsb_mask&checker_mask[4])), (|(lsb_mask&checker_mask[3])), (|(lsb_mask&checker_mask[2])), (|(lsb_mask&checker_mask[1])), (|(lsb_mask&checker_mask[0])) };
endmodule
==> results.txt <==
status -> finished, violations left
violated checks -> negative setup slack
hpwl dp -> 10800 µm
fin crit share -> 101%
Total Routing Usage GR -> 25.3%
crit path max fanout -> 7
pin count of the biggest net entering global routing -> 22
number of global-route vias before repair -> 4132
count of cell types in the netlist -> 77
Crit-path slowest cell -> or4_4
OpenROAD warning count -> 34
metal3 WL -> 975 µm
cells along the critical path -> buf_12 > buf_4 > buf_4 > mux4_2 > mux2_2 > a21oi_2 > a221oi_2 > buf_4 > and2b_1 > nand4_4 > nand3b_4 > a21oi_2 > or4_4 > ha_4 > fa_2 > a21o_1 > a21oi_2 > xnor2_2 > or4_4 > a21oi_2 > buf_2
Peak VDD IR -> 0.0385 mV
Top Ports -> 43
ys cells -> 370
routed wl met2 -> 6170 µm
final non-filler cell area -> 0.00546 mm²
share of layout cells above drive strength 1 -> 55.1%
die width -> 106 µm
highest metal used -> met4
CP required -> 5520 ps
post-route minimum period -> 6980 ps
PortBufs -> 43
Layout area overhead -> 67.7%
via density per instance -> 5.82
Fillers -> 920
maxcap violations -> 0
via total after detailed routing -> 4110
Synth Warn # -> 1
Total Power -> 0.481 mW
mapped cell area -> 0.00326 mm²
Util after Layout -> 52.4%
Synth Seq Share -> 0%
clkbuf count -> 0
Init Core Util -> 31.3%
final hold slack -> 3700 ps
final slew viol count -> 0
initial antenna violation count -> 0
final worst setup slack -> -81.3 ps
HP Class -> in2out
register area -> 0 µm²
Worst-Margin Slew -> 518 ps
hold_buf cts -> 0
power density cells -> 88.0 mW/mm²
Yosys chip area -> 0.00326 mm²
Pleak -> 2.31 nW
Wirelength per Cell -> 19.2 µm
Seq Cell Count -> 0
area post-placement -> 0.00497 mm²
Routed Antenna Nets -> 0
DRT iter0 DRCs -> 228
first drt pass iteration count -> 5
first-pass GRT wire length -> 21700 µm
Startpoint Class -> input port
ant diodes -> 0
grt ovf -> 0
worst endpoint data arrival time -> 5600 ps
Avg Inst Size Synth -> 8.81 µm²
critical path type -> in2out
die area -> 0.0113 mm²
Core Region -> 0.0104 mm²
setup slack at placement -> -918 ps
Post-Synthesis Cells -> 370
row count -> 37
Fmax achieved -> 143 MHz
CP endpoint kind -> primary output
Die Ht -> 106 µm
DRT met1 WL -> 6030 µm
CP dominant cell by count -> a21oi_2
Final Hold Viols -> 0
RePlAce Congestion -> 0.964
slowest cell delay on critical path -> 550 ps
Setup violations, final -> 1
final WL -> 13600 µm
Rel. slew slack -> 65.1%
RSZ-0062 raised after global routing -> yes
DRC viols -> 0
[repair_timing]
item	CTS	global route
gates resized	108	21
setup buffers	15	6
cloned	1	0
endpoints found under the setup margin	4	4
endpoints found under the hold margin	0	0
pin swaps	34	23
[placed cells by master, fill, tap and decap left out, drive strengths merged, types with 3 or more instances in the layout]
cell type	n
a31oi	4
o31ai	3
nor3	10
or2	4
nor2	25
o311ai	3
a21o	6
buf	191
mux2	29
o22a	3
and2	5
a22o	3
inv	6
o221a	3
o31a	3
nand3	7
nand2b	4
o22ai	4
o32a	3
nand2	30
a211oi	6
o211ai	7
clkdlybuf4s15	7
a22oi	8
o221ai	3
dlygate4sd2	18
and3	3
nand4	6
mux4	40
clkdlybuf4s50	12
o21ai	20
ha	4
nand3b	3
mux2i	13
a21oi	24
nor2b	11
[report_power, final]
part	switching, mW	total, mW	internal, mW
combinational	0.217	0.481	0.264
sequential	0	0	0
clock	0	0	0
total	0.217	0.481	0.264
[layer usage]
| layer | global-route usage [%] | vias up |
|---|---|---|
| met4 | 6.55 | 0 |
| met5 | 0 | - |
| li1 | - | 1933 |
| met1 | 35.9 | 1988 |
| met2 | 40.1 | 159 |
| met3 | 4.88 | 30 |
[metrics by stage]
stage,cells,TNS [ps]
floorplan,370,0
global placement,684,-1610
detailed placement,684,-1550
CTS,700,-84.8
global route,706,-245
finish,706,-81.3
[synthesized netlist by cell type, drive strengths merged, types with 3 or more instances]
| master | count | area [µm²] |
|---|---|---|
| o22a | 3 | 26.3 |
| nor3 | 10 | 66.3 |
| a21oi | 24 | 124 |
| or2 | 4 | 25.0 |
| nand4 | 6 | 58.8 |
| mux2 | 29 | 327 |
| o211ai | 7 | 52.6 |
| o31a | 3 | 26.3 |
| o221ai | 3 | 26.3 |
| mux4 | 40 | 916 |
| nor2 | 25 | 93.8 |
| a22o | 3 | 26.3 |
| nand2b | 4 | 25.0 |
| nand2 | 30 | 113 |
| o221a | 3 | 33.8 |
| inv | 6 | 22.5 |
| mux2i | 13 | 130 |
| buf | 20 | 143 |
| a31oi | 4 | 25.0 |
| nor2b | 11 | 68.8 |
| ha | 4 | 50.1 |
| o31ai | 3 | 22.5 |
| a21o | 6 | 45.0 |
| a211oi | 6 | 45.0 |
| nand3 | 7 | 35.0 |
| and2 | 5 | 31.3 |
| o21ai | 20 | 100 |
| o32a | 3 | 30.0 |
| o311ai | 3 | 26.3 |
| and3 | 3 | 18.8 |
| nand3b | 3 | 35.0 |
| clkbuf | 11 | 41.3 |
| o22ai | 4 | 25.0 |
| a22oi | 8 | 70.1 |
[path summary, 6_finish.rpt]
path | start | to | slack, ps | depth (start not counted)
worst max-delay path | start[0] | next_index[4] | -80 | 21
worst min-delay path | start[2] | next_index[3] | 3700 | 8
[final cells by class]
cell class / instances / area (µm²) / area share, %
Tap cell: 136 / 170 / 3.11
Inverter: 6 / 22.5 / 0.412
Timing Repair Buffer: 231 / 1960 / 36.0
Multi-Input combinational cell: 333 / 3310 / 60.5
[critical path: cells and delay by family]
family	cells	cell delay (ps)
adder cells (fa/ha/maj)	2	510
multiplexers	2	580
buffers and inverters	5	680
XOR/XNOR	1	90
AND/OR/NAND/NOR	5	1510
AND-OR/OR-AND	6	840
[kinds of logic (layout without fill, tap and decap cells)]
| family | count (synthesis) | after routing | share of synthesized area (%) |
|---|---|---|---|
| xor gates and xnor gates | 3 | 3 | 0.807 |
| muxes | 82 | 82 | 42.1 |
| and+or+nand+nor | 122 | 122 | 21.2 |
| buffers and inverters | 37 | 237 | 6.34 |
| adders and majority gates | 5 | 5 | 2.15 |
| AOI/OAI and AO/OA | 121 | 121 | 27.3 |
Power is estimated from default activity; no workload was simulated.
